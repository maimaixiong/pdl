<file path="design/flow/constraint.sdc">
current_design pdl

set clk_period 5.3
set clk_io_pct 0.2

create_clock -name clk0 -period $clk_period [get_ports {clk}]

set non_clock_inputs [all_inputs -no_clocks]
set_input_delay [expr $clk_period * $clk_io_pct] -clock clk0 $non_clock_inputs
set_output_delay [expr $clk_period * $clk_io_pct] -clock clk0 [all_outputs]
</file>
<file path="design/flow/design.v">
module pdl  
#(
          parameter N = 32,
          parameter OUT_NUM = 8 
)   
(   
      input [N-1:0] wb,  
      input [N-1:0] dl,  
      input clk,  
      input reset,  
      input trigger,  
      output reg delay_out  
);
 reg [2:0] fsm_clk;
 reg [N-1:0] DL ;  
 reg [N-1:0] TH;  
 reg [N-1:0] counter=0;  
 reg trigger_sync_1=0,trigger_sync_2=0;  
 reg timer_delay_enable = 0, timer_width_enable;
 wire trigger_rising,trigger_falling;  
 reg reset_det1=0,reset_det2=0; 
 reg TimerEn = 0;
 reg LoadEnReg = 0;
always @(posedge clk)  
 begin  
           trigger_sync_1 <= trigger;            
           trigger_sync_2 <= trigger_sync_1;     
           reset_det1 <= reset;  
           reset_det2 <= reset_det1;
 end 
 assign trigger_rising = trigger_sync_1 & (~trigger_sync_2);   
 assign trigger_falling = trigger_sync_2 & (~trigger_sync_1);   
always @(posedge clk or negedge reset)
if ( ~reset ) begin  
    counter <= 32'h00000000;
 end
else
 begin
     begin
         if(LoadEnReg == 1'b1)
         begin
             counter <= 32'h00000000;
         end
     else if (TimerEn == 1'b1)
     begin
         counter <= counter + 1;
     end
 end
end
always @( posedge clk)
 begin
     case(fsm_clk)
         2'b00: delay_out = 0; 
         2'b01: delay_out = 0;
         2'b11: delay_out = 1;
    endcase
 end
 always@(posedge clk or negedge reset)
 if (~ reset)
 begin
     fsm_clk <= 2'b00;
     TH <= 32'h00000000;
     DL <= 32'h00000000;
     LoadEnReg <= 1'b1;
     TimerEn <= 1'b0;
 end
 else
 begin
     case (fsm_clk)
         2'b00: begin
             if ( trigger_rising == 1 ) 
             begin
                LoadEnReg <= 1'b1;
                TimerEn <= 1'b0;
                DL = dl;
                fsm_clk <= 2'b01;
            end
         end
         2'b01: begin
             LoadEnReg <= 1'b0;
             TimerEn <= 1'b1;
             if ( counter == DL )
             begin
                TH = dl + wb;
                fsm_clk <= 2'b11;
            end
         end
         2'b11: begin
             if ( counter == TH )
             begin
                 fsm_clk <= 2'b00;
             end
         end
    endcase
end
endmodule  
</file>
<file path="design/flow/config.mk">
export PLATFORM = sky130hd
export DESIGN_NAME = pdl
export DESIGN_NICKNAME = pdl
export VERILOG_FILES = /design/flow/design.v
export SDC_FILE = /design/flow/constraint.sdc
export NUM_CORES = 4
export LEC_CHECK = 1
export CORE_UTILIZATION = 40
</file>
<file path="design/flow/run.sh">
#!/bin/bash
# OpenROAD 26Q1-2900-gdf79404cd8, Yosys 0.63+post, stock flow scripts
make -C /OpenROAD-flow-scripts/flow DESIGN_CONFIG=/design/flow/config.mk WORK_HOME=/design/flow/orfs finish
</file>
==> flow_metrics.py <==
# Metrics from the implementation run
metrics = {
    "clock_network": {
        "cts_setup_buffers": 0,
        "clock-sinks": 104,
        "cts-resized-gates": 0,
        "cts_max_level": 3,
        "cts_tree": "built",
        "cts.clk_slew.worst_paths_ns": 0.07,
        "cts.root.buffer_cell": "clkbuf_16",
        "holdBufCountCts": 0,
        "cts_buffer_depth": 2,
        "numCtsBuffers": 9,
        "clock.latency.late_pin_ns": 0.36,
    },
    "final_timing": {
        "hold_violations": 0,
        "post-route-period-util_pct": 66.0,
        "slew_viol_final": 0,
        "min_period_ns": 3.50,
        "grt_setup_unrepaired": "false",
        "slew_headroom_pct": 52.8,
        "tightest_slew_ns": 0.708,
        "finClkSkew_ns": 0.0126,
        "tns_ns": 0,
        "finalSetupViolCount": 0,
        "hold_ws_ns": 0.376,
        "clock.fmax_ghz": 0.286,
    },
    "placement": {
        "place_hpwl_um": 13200,
        "io_buffers": 67,
        "dp_cells": 952,
        "gp_congestion": 0.921,
    },
    "synth": {
        "synthTopLogicFamily": "XOR/XNOR gates",
        "synthMostInstantiatedCell": "xor2_1",
        "mux_area_share_pct": 6.32,
        "top_cell_area_share_pct": 36.8,
        "ys_seq_share_pct": 38.7,
        "ff_type": "dfrtp_1",
        "avgSynthCellArea_sq_um": 9.64,
        "yosysChipArea_sq_um": 6730,
        "synth-async-reset-ratio_pct": 97.1,
        "edf_count": 1,
        "synth_cell_type_count": 65,
        "syn_area_sq_um": 6730,
        "synth_cells": 698,
        "yosys_cells": 698,
        "ys_sh_xor_pct": 15.8,
        "synth.area.top_cells": "dfrtp_1, xor2_1, mux2_2, ha_1, o21ai_0",
        "yosys.area_share.simple_pct": 15.3,
        "ys_sh_adder_pct": 6.25,
        "common_cells": "xor2_1, dfrtp_1, nand2_1, nor2_1, o21ai_0",
        "yosys.area.top_type": "dfrtp_1",
        "ys_sh_aoi_pct": 14.8,
        "yosysWarnings": 1,
        "synth_flops": 104,
    },
    "drt": {
        "drt_iter0_drc": 287,
        "post_drt_wl_per_cell_um": 17.5,
        "vias": 5153,
        "diodes": 0,
        "drt_first_pass_iters": 4,
        "avgViaCountPerCell": 5.32,
        "detail-route-antenna-nets": 0,
        "drc": 0,
        "wl_um": 16900,
    },
    "floorplanning": {
        "rows": 47,
        "die_height_um": 132,
        "dieArea_sq_um": 17300,
        "coreArea_sq_um": 16500,
        "fp-utilization_pct": 40.7,
        "die_x_um": 132,
        "io_pins": 68,
    },
    "power": {
        "swShare_pct": 28.6,
        "power_density_nw_per_um2": 234,
        "p_seq_share_pct": 45.3,
        "peakVddDrop_mv": 0.157,
        "p_leak_nw": 3.51,
        "pwr-share-comb_pct": 19.2,
        "power.switching_mw": 0.524,
        "finalPower_mw": 1.83,
        "p_clk_share_pct": 35.4,
        "p_int_mw": 1.31,
    },
    "grt": {
        "grt_pass1_vias": 5175,
        "grt_overflow_total": 0,
        "grt_max_degree": 62,
        "grt_pass1_wl_um": 27200,
        "grt.total_usage_pct": 20.8,
        "grt_antenna_before_repair": 0,
    },
    "critical_path": {
        "critPathMaxStageDelay_ns": 0.44,
        "critical_path.startpoint_type": "primary input",
        "rrSetupSlack_ns": 2.55,
        "cpMostUsedCell": "a211o_1",
        "worst_setup_path_end_kind": "flop",
        "path_cells": "clkdlybuf4s50_1, ha_1, fa_1, a211o_1, a211o_1, a41o_4, a21oi_4, o21bai_2, xor2_1, mux2_2",
        "cp_slowest_cell": "fa_1",
        "crit_required_ns": 5.54,
        "arrival_ns": 3.74,
        "critPathMaxFanout": 4,
        "worstSetupPathType": "primary input to flop",
    },
    "min_path": {
        "hold_class": "flop to flop",
    },
    "layout": {
        "fin_util_pct": 47.3,
        "finalNonFillerCells": 968,
        "drive_above_1_share_pct": 10.0,
        "fill_cells": 1497,
        "area_growth_pct": 16.1,
    },
    "run_status": {
        "status": "completed",
    },
    "run": {
        "tool_warnings": 25,
        "drv_cap": 0,
    },
}
-- registers in the layout (all words and copies together), names as in the netlist --
name            count
DL                 32
LoadEnReg           1
TH                 32
TimerEn             1
counter            32
delay_out           1
fsm_clk             3
trigger_sync_1      1
trigger_sync_2      1
-- critical path, delay by kind of cell --
kind	cells	cell delay [ns]
muxes	1	0.26
AOI/OAI and AO/OA	5	1.19
adders and majority gates	2	0.66
buffers and inverters	1	0.42
xor gates and xnor gates	1	0.14
-- final timing paths --
kind	startpoint	to	cells past startpoint
worst max-delay path	dl[0]	TH[20]$_DFFE_PN0P_	10
worst min-delay path	trigger_sync_1$_DFF_P_	trigger_sync_2$_DFF_P_	0
worst max register to register	LoadEnReg$_DFFE_PN1P_	counter[31]$_DFFE_PN0P_	7
worst min register to register	trigger_sync_1$_DFF_P_	trigger_sync_2$_DFF_P_	0
max in group asynchronous	reset	DL[20]$_DFFE_PN0P_	2
min in group asynchronous	reset	counter[0]$_DFFE_PN0P_	1
-- per-stage QoR --
stage / setup WS (ns) / instance area (sq um)
after floorplan: 1.99 / 6730
after global placement: 1.45 / 7530
after detailed placement: 1.42 / 7530
after CTS: 1.79 / 7810
after global routing: 1.67 / 7810
final: 1.80 / 7810
-- power groups by stage --
stage         clock [mW]  combinational (mW)  sequential [mW]
global route       0.697               0.388            0.832
CTS                0.665               0.354            0.830
finish             0.649               0.352            0.830
-- cells by family (layout without fill, tap and decap cells) --
logic type / count (synthesis) / after routing
and+or+nand+nor: 209 / 209
AOI/OAI and AO/OA: 149 / 149
xor gates and xnor gates: 121 / 121
DFF: 104 / 104
buffers and inverters: 44 / 94
muxes: 38 / 38
adders and majority gates: 33 / 33
-- cells in the final DEF, fill, tap and decap left out, types with 4 or more instances in the layout --
master,instances
a211o_1,4
a21o_1,12
a21o_2,5
a21oi_1,27
and2_1,7
and3_1,12
and4_1,5
buf_4,5
clkbuf_16,9
clkdlybuf4s50_1,66
dfrtp_1,99
ha_1,32
inv_1,7
mux2_2,36
nand2_1,59
nand3_1,19
nand4_1,13
nor2_1,52
nor2b_1,5
nor3_1,4
nor4_1,16
o211a_1,4
o211ai_1,4
o21a_1,9
o21ai_0,50
o31ai_1,4
or3_1,6
xnor2_1,21
xor2_1,100
-- cell type report --
class	instances	area [sq um]	share of cell area (%)
Clock buffer	10	229	2.93
Clock inverter	6	52.6	0.673
Inverter	7	26.3	0.336
Multi-Input combinational cell	550	3930	50.3
Sequential cell	104	2600	33.3
Tap cell	220	275	3.53
Timing Repair Buffer	71	698	8.94
-- metal layers --
layer,part of all wire [%],track usage (%),vias to the layer above
met5,0,0,-
met4,1.8,3.10,0
li1,-,-,2575
met3,4.4,3.70,15
met2,45,31.9,108
met1,49,32.1,2455
Power figures rest on the tool's default switching activity, not on a simulated workload.
